**./config.mk**
```make
export PLATFORM = sky130hd
export DESIGN_NAME = ALU_bottom
export DESIGN_NICKNAME = ALU_bottom
export VERILOG_FILES = /design/flow/design.v
export SDC_FILE = /design/flow/constraint.sdc
export NUM_CORES = 4
export LEC_CHECK = 1
export CORE_AREA = 10 10 70 70
export DIE_AREA = 0 0 80 80
```
**./constraint.sdc**
```tcl
current_design ALU_bottom

set clk_period 2.3
set clk_io_pct 0.2

create_clock -name clk0 -period $clk_period

set non_clock_inputs [all_inputs -no_clocks]
set_input_delay [expr $clk_period * $clk_io_pct] -clock clk0 $non_clock_inputs
set_output_delay [expr $clk_period * $clk_io_pct] -clock clk0 [all_outputs]
```
**./run.sh**
```bash
#!/bin/bash
# OpenROAD 26Q1-2900-gdf79404cd8, Yosys 0.63+post, stock flow scripts
make -C /OpenROAD-flow-scripts/flow DESIGN_CONFIG=/design/flow/config.mk WORK_HOME=/design/flow/orfs finish
```
**./design.v**
```verilog
`timescale 1ns / 1ps
module ALU_bottom(result, carryOut, a, b, invertA, invertB, operation, carryIn, less, set); 
  output wire result;
  output wire carryOut;
  output wire set;
  input wire a;
  input wire b;
  input wire invertA;
  input wire invertB;
  input wire[1:0] operation;
  input wire carryIn;
  input wire less;
  wire a_temp;
  wire b_temp;
	assign a_temp = invertA ? ~a : a;
	assign b_temp = invertB ? ~b : b;
	assign result = (operation == 2'b00) ? a_temp | b_temp :
	               (operation == 2'b01) ? a_temp & b_temp :
	               (operation == 2'b10) ? a_temp ^ b_temp ^ carryIn:
	                                      less;
	assign carryOut = (operation == 2'b00) ? 1'b0 :
	                 (operation == 2'b01) ? 1'b0 :
	                 (operation == 2'b10) ? (a_temp & b_temp) | (carryIn & a_temp) | (carryIn & b_temp):
	                                        1'b0;
	assign set = (operation == 2'b11) ? a_temp ^ b_temp ^ carryIn : 1'b0;
endmodule
```
==> impl_metrics.toml <==
# implementation run metrics
[worst_setup_path]
crit_required_ns = 1.84
end_kind = "output pin"
start_kind = "input pin"
cp_max_fo = 2
critPathArrivalTime_ns = 1.92
critPathKind = "input pin to output pin"

[place]
gp_congestion = 0.654
placed_cells = 74
dpl_cell_area_um2 = 317
pre_cts_ws_ns = -0.873
detailed_place_hpwl_um = 459
port_buffers = 11

[route]
drc = 0
via_per_inst = 1.91
drtIter0Drc = 0
wl_um = 486
routedWlPerCell_um = 6.23
diodes = 0
first_pass_iters = 1
dr_total_vias = 149
ant_nets = 0

[synth]
synth_warnings = 0
yosysUniqueCellTypes = 7
ys_area_um2 = 119
post_synth.cell_area_avg_um2 = 9.14
syn_area_um2 = 119
yosys.stat.seqShare_pct = 0
syn_inst = 13
ys_cells = 13

[min_path]
holdCritPathClass = "input pin to output pin"
hold_path_depth = 6
holdPathEnd = "carryOut"
hold_start = "b"

[layout]
post-route-util_pct = 10.9
layout_top_cells = "buf_4, inv_2, buf_6, dlygate4sd2_1, clkdlybuf4s50_1"
regArea_um2 = 0
area_growth_pct = 214
layout_top_cell = "buf_4"
final_cell_count_no_fill = 78
ff_count = 0
drive_gt1_share_pct = 62.5
fin_area_um2 = 373
clock_buffers = 0

[floorplan]
chipArea_um2 = 6400
core_um2 = 3420
ioPinCount = 11
rows = 21
fp_util_pct = 3.48
die_width_um = 80
die_height_um = 80

[global_route]
grt_pass1_vias = 154
grt_max_degree = 4
grt_overflow = 0
antenna_found_initial = 0
grt_pass1_wl_um = 696
grtUsageTotal_pct = 1.37

[power]
vdd_drop_max_mv = 0.0447
p_leak_nw = 0.169
power.density_nw_per_um2 = 193
power_mw = 0.0720

[outcome]
status = "finished, violations left"
violations = "negative setup slack"

[sta]
max_freq_ghz = 0.420
setup_slack_ns = -0.0790
relSlewSlack_pct = 89.5
finalClockPeriodUsage_pct = 103
tightest_slew_ns = 0.157
tns_ns = -0.0790
rsz0062_at_grt = "yes"
whs_ns = 1.55
finalHoldViolations = 0
fin_crit_ns = 2.38
slew_violations = 0
setup_violations = 1

[flow_run]
tool_warnings = 36
maxCapViolCount = 0

[clock_tree]
hold_buffers = 0
## worst max-delay path, stage by stage
cell and delay, ns:
buf_8 0.10, xor2_4 0.16, inv_2 0.06, fa_1 0.50, inv_1 0.05, mux4_2 0.45, buf_2 0.13
## final cells by class
cell class	instances	area, um^2
multi-input combinational	8	126
inverter	5	18.8
tap	46	57.6
fill	406	3040
timing repair buffer	19	170
## report_power, final
part           switching (mW)  total (mW)  internal [mW]  leakage (nW)
combinational          0.0232      0.0720         0.0488         0.169
sequential                  0           0              0             0
clock                       0           0              0             0
## how the worst max path moves through the flow
stage	startpoint	to	slack (ns)	depth (start not counted)
CTS	b	result	-0.12	7
global route	invertA	result	-0.13	7
finish	invertA	result	-0.08	7
## synthesized netlist by cell type
library cell | number | area [um^2]
ha_1 | 2 | 25.0
xor2_1 | 2 | 17.5
fa_1 | 1 | 20.0
inv_1 | 5 | 18.8
nor3b_1 | 1 | 7.51
mux4_2 | 1 | 22.5
and3_2 | 1 | 7.51
## cells by family after synthesis
family,after synthesis,share of synthesized area (%)
adder cells (fa/ha/maj),3,37.9
multiplexers,1,18.9
XOR/XNOR,2,14.7
AND/OR/NAND/NOR,2,12.6
buffers and inverters,5,15.8
## routing by layer
layer	wire length (um)	up-vias	track usage, %
met5	0	-	0
met4	0	0	0
met3	81	0	0.682
met2	191	7	2.01
met1	213	66	1.87
li1	-	76	-
## repair_timing
item,in CTS,in global routing
resized,25,7
endpoints found under the setup margin,3,2
gates cloned,0,0
pin swaps,3,3
buffers inserted,4,0
Power is estimated from default activity; no workload was simulated.
